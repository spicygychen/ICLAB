--- ./design.v ---
module CC(
    clk,
    rst_n,
	in_valid,
	mode,
    xi,
    yi,
    out_valid,
	xo,
	yo
    );
input               clk, rst_n, in_valid;
input       [1:0]   mode;
input       [7:0]   xi, yi;  
output reg          out_valid;
output reg  [7:0]   xo, yo;
parameter IDLE  = 3'd0; 
parameter INPUT = 3'd1;
parameter MODE0 = 3'd2;
parameter CAL0 = 3'd3;
parameter MODE1 = 3'd4;
parameter MODE2 = 3'd5;
parameter OUTPUT = 3'd6;
parameter CAL2 = 3'd7;
integer i;
reg [2:0] current_state, next_state;
reg signed [7:0] in_x [0:3] ;
reg signed [7:0] in_y [0:3] ;
reg [1:0] cnt;
reg o_flag;  
reg signed [7:0] xcnt, ycnt;
reg signed [7:0] cur_lb, cur_rb, next_lb, next_rb;
wire signed [31:0] c1, c2;
wire signed [7:0] t_lb, t_rb;
wire signed [6:0] circle_a, circle_b;  
wire signed [12:0] circle_c;
wire signed [24:0] distance;
wire signed [24:0] radius;
wire signed [6:0] new_ax, new_ay;
wire signed [6:0] new_bx, new_by;
wire signed [6:0] new_cx, new_cy;
wire signed [6:0] new_dx, new_dy;
wire signed [15:0] area0, area1, area2, area3;
wire signed [16:0] tmp_add1, tmp_add2;
wire signed [16:0] total;
wire signed [15:0] total_area;
always @(posedge clk, negedge rst_n) begin
    if(!rst_n)
        current_state <= IDLE;
    else
        current_state <= next_state;
end
always @(*)begin
    case(current_state)
    IDLE: if(in_valid) next_state = INPUT;
            else next_state = IDLE;
    INPUT: if(cnt == 3'd3 && mode == 2'd0) next_state = MODE0;
            else if(cnt == 3'd3 && mode == 2'd1) next_state = MODE1;
            else if(cnt == 3'd3 && mode == 2'd2) next_state = MODE2;
            else next_state = current_state;
    MODE0: next_state = CAL0;
    CAL0: if (o_flag) next_state = IDLE;
            else next_state = current_state;
    MODE1: next_state = OUTPUT;
    OUTPUT: if (!out_valid) next_state = IDLE;
        else next_state = current_state;
    MODE2: next_state = CAL2;
    CAL2: if (!out_valid) next_state = IDLE;
        else next_state = current_state;
    default next_state = current_state;
    endcase
end
always @(posedge clk, negedge rst_n) begin
    if(!rst_n) cnt <= 0;
    else begin
        case(current_state)
        IDLE: if(in_valid) cnt <= cnt + 1;
            else cnt <= cnt;
        INPUT: if(in_valid) cnt <= cnt + 1;
            else cnt <= cnt;
        default: cnt <= 0;
        endcase
    end
end
always @(posedge clk, negedge rst_n) begin
    if(!rst_n)
        for (i=0;i<4;i=i+1)begin
            in_x[i] <= 8'd0;
        end
    else
        case(current_state)
        IDLE: if(in_valid) in_x[cnt] <= xi;
            else in_x[cnt] <= in_x[cnt];
        INPUT: if(in_valid) in_x[cnt] <= xi;
            else in_x[cnt] <= in_x[cnt];
        default: in_x[cnt] <= in_x[cnt];
        endcase
end
always @(posedge clk, negedge rst_n) begin
    if(!rst_n)
        for (i=0;i<4;i=i+1)begin
            in_y[i] <= 8'd0;
        end
    else
        case(current_state)
        IDLE: if(in_valid) in_y[cnt] <= yi;
            else in_y[cnt] <= in_y[cnt];
        INPUT: if(in_valid) in_y[cnt] <= yi;
            else in_y[cnt] <= in_y[cnt];
        default: in_y[cnt] <= in_y[cnt];
        endcase
end
always @(posedge clk, negedge rst_n)begin
    if (!rst_n) begin
        cur_lb<=0;
        cur_rb<=0;
    end
    else begin
        case(current_state)
        IDLE:begin
            cur_lb<=0;
            cur_rb<=0;
        end
        INPUT:
            if(cnt == 3) begin
                cur_lb <= in_x[2];
                cur_rb <= xi;
            end
            else begin
                cur_lb <= cur_lb;
                cur_rb <= cur_rb;
            end
        MODE0:begin 
            cur_lb <= in_x[2];
            cur_rb <= in_x[3];
        end
        CAL0: begin
           if(xcnt == cur_rb)begin
                cur_lb <= next_lb;
                cur_rb <= next_rb;
           end
           else begin
                cur_lb <= cur_lb;
                cur_rb <= cur_rb;
           end
        end
        default: begin
            cur_lb <= cur_lb;
            cur_rb <= cur_rb;
            end
        endcase
    end
end
wire signed [8:0] delta_y;
assign delta_y = in_y[0]-in_y[2];
assign c1 = delta_y*in_x[2]-(in_x[0]-in_x[2])*in_y[2];
assign c2 = delta_y*in_x[3]+(in_x[3]-in_x[1])*in_y[2];
assign t_lb = ((delta_y*in_x[2]-(in_x[0]-in_x[2])*in_y[2]) + (in_x[0]-in_x[2])*(ycnt+1))/delta_y;
assign t_rb = ((delta_y*in_x[3]+(in_x[3]-in_x[1])*in_y[2]) - (in_x[3]-in_x[1])*(ycnt+1))/delta_y;
always @(posedge clk, negedge rst_n)begin
    if (!rst_n) begin
        next_lb<=0;
        next_rb<=0;
    end
    else begin
        case(current_state)
        IDLE:begin
            next_lb<=0;
            next_rb<=0;
        end
        MODE0: begin
            if ( (in_y[0]-in_y[2])*(t_lb-1)-(in_x[0]-in_x[2])*(ycnt+1) < c1 && (in_y[0]-in_y[2])*(t_lb)-(in_x[0]-in_x[2])*(ycnt+1) > c1  ) begin
                next_lb <= (t_lb-1);
            end
            else begin
                next_lb <= t_lb;
            end
            if ( (in_y[0]-in_y[2])*(t_rb-1)+(in_x[3]-in_x[1])*(ycnt+1) < c2 && (in_y[0]-in_y[2])*(t_rb)+(in_x[3]-in_x[1])*(ycnt+1) > c2 )begin
                next_rb <= t_rb-1;
            end
            else begin
                next_rb <= t_rb;
            end
        end
        CAL0: begin
            if ( (in_y[0]-in_y[2])*(t_lb-1)-(in_x[0]-in_x[2])*(ycnt+1) < c1 && (in_y[0]-in_y[2])*(t_lb)-(in_x[0]-in_x[2])*(ycnt+1) > c1  ) begin
                next_lb <= (t_lb-1);
            end
            else begin
                next_lb <= t_lb;
            end
            if ( (in_y[0]-in_y[2])*(t_rb-1)+(in_x[3]-in_x[1])*(ycnt+1) < c2 && (in_y[0]-in_y[2])*(t_rb)+(in_x[3]-in_x[1])*(ycnt+1) > c2 )begin
                next_rb <= t_rb-1;
            end
            else begin
                next_rb <= t_rb;
            end
        end
        default: begin
            next_lb <= next_lb;
            next_rb <= next_rb;
            end
        endcase
    end
end
always @(posedge clk, negedge rst_n)begin
    if(!rst_n) xcnt <= 0;
    else begin
        case(current_state)
        IDLE: xcnt<=0;
        INPUT: xcnt <= in_x[2];
        MODE0: xcnt <= xcnt+1;
        CAL0: begin
            if(xcnt < cur_rb) xcnt <= xcnt +1;
            else if (xcnt == cur_rb) xcnt <= next_lb;
            else xcnt <= xcnt;
        end
        endcase
    end
end
always @(posedge clk, negedge rst_n)begin
    if(!rst_n) ycnt <= 0;
    else begin
        case(current_state)
        IDLE:ycnt<=0;
        INPUT: ycnt <= in_y[2];
        MODE0: ycnt <= in_y[2];
        CAL0: begin
            if (xcnt == cur_rb) ycnt <= ycnt + 1;
            else ycnt <= ycnt;
        end
        endcase
    end
end
always @(posedge clk , negedge rst_n)begin
    if(!rst_n) o_flag<=1'b0;
    else begin
        case(current_state)
        IDLE: o_flag <=0;
        CAL0: if(xcnt == in_x[1] && ycnt == in_y[1]) o_flag <= 1'b1;
            else o_flag <= o_flag;
        default: o_flag <= o_flag;
        endcase
    end
end
assign new_ax = in_x[0]-in_x[2];
assign new_ay = in_y[0]-in_y[2];
assign new_bx = in_x[1]-in_x[2];
assign new_by = in_y[1]-in_y[2];
assign new_cx = 0;
assign new_cy = 0;
assign new_dx = in_x[3]-in_x[2];
assign new_dy = in_y[3]-in_y[2];
assign circle_a = new_ay-new_by;
assign circle_b = new_bx-new_ax;
assign circle_c = (new_ax-new_bx)*new_by+(new_by-new_ay)*new_bx;
assign distance = circle_c*circle_c;
assign radius = ((new_dx*new_dx)+(new_dy*new_dy))*(circle_a*circle_a+circle_b*circle_b);
assign area0 = in_x[0]*in_y[1] - in_x[1]*in_y[0];
assign area1 = in_x[1]*in_y[2] - in_x[2]*in_y[1];
assign area2 = in_x[2]*in_y[3] - in_x[3]*in_y[2];
assign area3 = in_x[3]*in_y[0] - in_x[0]*in_y[3];
assign tmp_add1 = area0 + area1;
assign tmp_add2 = area2 + area3;
assign total = ((tmp_add1+tmp_add2) > 0)?(tmp_add1+tmp_add2):(tmp_add1+tmp_add2)*(-1);
assign total_area = total/2;
always @(posedge clk , negedge rst_n)begin
    if(!rst_n)begin
        xo<=8'd0;
    end
    else begin
        case(current_state)
        IDLE: xo<=0;
        MODE0: xo <= in_x[2];
        CAL0: begin
            xo <= xcnt;
        end
        MODE2: xo <= total_area[15:8];
        default: xo<=xo;
        endcase
    end
end
always @(posedge clk , negedge rst_n)begin
    if(!rst_n)begin
        yo<=8'd0;
    end
    else begin
       case(current_state)
       IDLE: yo<=0;
        MODE0: yo<=in_y[2];
        CAL0:  yo <= ycnt;
        MODE1: if(distance > radius) yo <= 0;
            else if (distance == radius) yo <= 2;
            else yo <= 1; 
        MODE2: yo <= total_area[7:0];    
        default: yo <= yo;
        endcase
    end
end
always @(posedge clk , negedge rst_n)begin
    if(!rst_n) out_valid<=1'b0;
    else begin
        case(current_state)
        MODE0: out_valid<=1;
        CAL0: begin
                if(xo == in_x[1] && yo == in_y[1]) out_valid <=1'b0;
                else if(o_flag ==1 && ycnt != in_y[1]) out_valid <= 1'b0;
                else out_valid <= 1;
            end
        MODE2: out_valid <= 1'b1;
        MODE1: out_valid<=1'b1;
        OUTPUT: out_valid<=1'b0;
        CAL2: out_valid <= 1'b0;
        default: out_valid <= 0;
        endcase
    end
end
endmodule 
--- ./run.sh ---
#!/bin/bash
# OpenROAD 26Q1-2900-gdf79404cd8, Yosys 0.63+post, stock flow scripts
make -C /OpenROAD-flow-scripts/flow DESIGN_CONFIG=/design/flow/config.mk WORK_HOME=/design/flow/orfs finish
--- ./config.mk ---
export PLATFORM = sky130hd
export DESIGN_NAME = CC
export DESIGN_NICKNAME = CC
export VERILOG_FILES = /design/flow/design.v
export SDC_FILE = /design/flow/constraint.sdc
export NUM_CORES = 4
export LEC_CHECK = 1
export CORE_UTILIZATION = 30
--- ./constraint.sdc ---
current_design CC

set clk_period 74.5
set clk_io_pct 0.2

create_clock -name clk0 -period $clk_period [get_ports {clk}]

set non_clock_inputs [all_inputs -no_clocks]
set_input_delay [expr $clk_period * $clk_io_pct] -clock clk0 $non_clock_inputs
set_output_delay [expr $clk_period * $clk_io_pct] -clock clk0 [all_outputs]
==> impl_metrics.tcl <==
# collected from the flow reports
set metrics [dict create \
    status "complete, but fails checks" \
    violations "setup timing" \
    core_area_mm2 0.486 \
    crit_required_ns 74.88 \
    arrival_ns 77.53 \
    clock_skew_ns 0.0161 \
    hold_class "flop to flop" \
    finalHoldViolations 0 \
    cp_slowest_cell "or4_4" \
    timing.critical_path.to "next_lb[1]$_DFFE_PN0P_" \
    synth_cell_type_count 117 \
    fin_crit_sh 1.04 \
    firstDrtPassIters 9 \
    io_buffer_count 37 \
    top_cell_area_share 0.261 \
    r2r_end "next_lb[1]$_DFFE_PN0P_" \
    cts-root-buf "clkbuf_16" \
    antenna_found_initial 20 \
    syn_avg_cell_area_um2 7.95 \
    routed_wl_um 494000 \
    stdcell_count 29742 \
    cts_tree "done" \
    cp_slowest_stage_delay_ns 0.55 \
    clockBufferDepth 2 \
    fp_util 0.301 \
    dpl.cell_count 29377 \
    worst_r2r_startpoint "in_y[0][0]$_DFFE_PN0P_" \
    combGateArea_mm2 0.140 \
    netlist_instances 18417 \
    ys_cells 18417 \
    grt_usage 0.205 \
    first_global_vias 138615 \
    via_per_inst 4.78 \
    synth-edff-count 0 \
    rrSetupSlack_ns -2.65 \
    top_area_cell "fa_1" \
    num_vias 142095 \
    drive_gt1_frac 0.266 \
    drv_cap 0 \
    crit_path_start "in_y[0][0]$_DFFE_PN0P_" \
    htreeDepth 4 \
    clk_pin_slew_ns 0.06 \
    layout_setup_ws_ns -2.65 \
    tool_warnings 59 \
    die_w_um 701 \
    fin_util 0.410 \
    hold_start "cur_rb[5]$_DFFE_PN0P_" \
    yosys-top-cells-area "fa_1 26%, ha_1 19%, inv_1 6.8%, xnor2_1 5.2%, nand2_1 4.5%" \
    fillers 47228 \
    gp_congestion 0.994 \
    end_kind "flop" \
    clock_sink_count 132 \
    ys_warn_count 3 \
    rsz0062_at_grt "yes" \
    slew_headroom 0.386 \
    clk_latency_ns 0.46 \
    netlist_area_mm2 0.146 \
    grt_first_pass_wirelength_um 773000 \
    first_iter_violations 7480 \
    setup_viol 16 \
    fp-row-count 256 \
    cpMostUsedCell "a21o_1" \
    start_kind "flop" \
    die_y_um 701 \
    grt_max_degree 52 \
    overflow 0 \
    synthArstFlopShare 1.00 \
    final-seq-area_mm2 0.00331 \
    io-pin-count 38 \
    drcViolationCount 0 \
    reg2reg_depth 387 \
    timing.fmax_mhz 13.0 \
    dp_hpwl_um 414000 \
    ant_nets 0 \
    worstMarginPinSlew_ns 0.922 \
    drv_slew 0 \
    wire_per_inst_um 16.6 \
    critical_path_class "flop to flop" \
    cts_buffers 17 \
    final.min_clock_period_ns 77.15 \
    yosys-stat-area_mm2 0.146 \
    ff_type "dfrtp_1" \
    postSynthSeqShare 0.0226 \
    syn_to_final_growth_pct 36.2 \
    cp_max_fo 10 \
    die_area_mm2 0.491 \
    synth_flops 132 \
]
registers in the layout (all words and copies together), names as in the netlist, 8 cells and up:
name,flops
in_x,32
xcnt,8
ycnt,8
cur_rb,8
in_y,32
next_rb,8
current_state,8
xo,8
yo,8
next_lb,8
critical path: cells and delay by family (launching register included):
kind | cells | cell delay [ns]
AND-OR/OR-AND | 190 | 37.56
adder cells (fa/ha/maj) | 51 | 15.48
AND/OR/NAND/NOR | 88 | 14.51
buffers and inverters | 42 | 5.30
multiplexers | 11 | 2.78
XOR/XNOR | 5 | 0.67
flip-flops | 1 | 0.41
cells in the mapped netlist, types with 57 or more instances:
library cell and n:
nor2b_1 198, o31ai_1 105, xor2_1 452, mux2i_1 69
and2_1 489, o21a_1 324, clkbuf_1 489, buf_1 57
o21bai_1 167, o211ai_1 93, fa_1 1912, nand2b_1 228
or3_1 155, a21oi_1 1041, dfrtp_1 131, a211oi_1 89
mux2_2 127, xnor2_1 865, nor2_1 1614, nand3_1 242
inv_1 2661, ha_1 2200, o21ai_0 723, or2_2 119
a21o_1 461, nand2_1 1766, a31oi_1 136, and3_1 94
nor3_1 360, nand4_1 98
cell usage in the layout (no fill, tap or decap), types with 60 or more instances in the layout:
cell / synthesis / final
buf_4: 0 / 4643
inv_1: 2661 / 2636
ha_1: 2200 / 2084
fa_1: 1912 / 1905
nand2_1: 1766 / 1728
nor2_1: 1614 / 1535
a21oi_1: 1041 / 865
xnor2_1: 865 / 830
o21ai_0: 723 / 593
conb_1: 2 / 572
and2_1: 489 / 472
a21o_1: 461 / 459
xor2_1: 452 / 444
nor3_1: 360 / 325
o21a_1: 324 / 313
nand2b_1: 228 / 218
nand3_1: 242 / 215
nor2b_1: 198 / 185
o21bai_1: 167 / 163
a21oi_2: 3 / 157
or3_1: 155 / 139
dfrtp_1: 131 / 130
mux2_2: 127 / 110
or2_2: 119 / 101
a31oi_1: 136 / 99
nand4_1: 98 / 98
ha_4: 0 / 95
o211ai_1: 93 / 93
o21ai_1: 30 / 88
and3_1: 94 / 80
buf_6: 1 / 80
o31ai_1: 105 / 71
mux2i_1: 69 / 63
o21ai_2: 1 / 60
logic make-up after synthesis:
logic type / Yosys count / synth area share
XOR/XNOR: 1323 / 0.0795
adder cells (fa/ha/maj): 4116 / 0.450
AND/OR/NAND/NOR: 5560 / 0.177
other: 2 / 0.0000513
buffers and inverters: 3255 / 0.0837
flip-flops: 132 / 0.0226
multiplexers: 196 / 0.0145
AND-OR/OR-AND: 3833 / 0.173
worst min-delay path by stage:
stage | endpoint | cells after the start
6_report | cur_rb[5]$_DFFE_PN0P_ | 2
5_1_grt | cur_rb[3]$_DFFE_PN0P_ | 2
4_1_cts | cur_rb[5]$_DFFE_PN0P_ | 2
layer usage:
metal  routed length (um)  track usage  up-vias  part of all wire
li1                     -            -    70875                 -
met1               227000        0.297    66877              0.46
met2               214000        0.312     3802              0.43
met3                39300       0.0546      537             0.080
met4                14300       0.0442        4             0.029
met5                  122      0.00353        -           0.00025
area by class of cell:
| cell class | instances | share of cell area |
|---|---|---|
| antenna | 20 | 0.000251 |
| clock buffer | 20 | 0.00229 |
| clock inverter | 12 | 0.000489 |
| inverter | 2683 | 0.0507 |
| multi-input combinational | 15603 | 0.702 |
| sequential | 132 | 0.0166 |
| tap | 6450 | 0.0405 |
| timing repair buffer | 4822 | 0.187 |
repair_timing:
item,CTS,global route
setup endpoints to repair,16,16
buffers inserted,64,237
pin swaps,106,631
resized,240,875
hold buffers,0,0
cloned,7,8
per-stage QoR:
| step | hold WS [ns] | cell area, um^2 | setup TNS [ns] | setup WS [ns] |
|---|---|---|---|---|
| after global placement | 0.462 | 191000 | -85.93 | -5.86 |
| final | 0.481 | 199000 | -27.90 | -2.65 |
| after CTS | 0.484 | 193000 | -49.24 | -3.90 |
| after floorplan | 0.447 | 152000 | -31.06 | -3.18 |
| after global routing | 0.519 | 199000 | -87.44 | -6.24 |
| after detailed placement | 0.465 | 191000 | -89.42 | -5.98 |
